`design/flow/config.mk`:
```
export PLATFORM = sky130hd
export DESIGN_NAME = MatrixMultiplier
export DESIGN_NICKNAME = MatrixMultiplier
export VERILOG_FILES = /design/flow/design.v
export SDC_FILE = /design/flow/constraint.sdc
export NUM_CORES = 4
export LEC_CHECK = 1
export CORE_UTILIZATION = 30
```
`design/flow/constraint.sdc`:
```
current_design MatrixMultiplier

set clk_period 9.8
set clk_io_pct 0.2

create_clock -name clk0 -period $clk_period [get_ports {CLK}]

set non_clock_inputs [all_inputs -no_clocks]
set_input_delay [expr $clk_period * $clk_io_pct] -clock clk0 $non_clock_inputs
set_output_delay [expr $clk_period * $clk_io_pct] -clock clk0 [all_outputs]
```
`design/flow/design.v`:
```
module Accumulator(
    input wire          CLK,
    input wire          NRST,
    input wire          EN2,
    input wire          EN3,
    input wire  [15:0]  IN,
    output reg  [16:0]  OUT
);
    reg [16:0]  FF;
    wire [16:0] D;
always @(posedge CLK or negedge NRST) begin
    if(!NRST) begin
        FF  <= 0;
        OUT <= 0;
    end else begin
        if(EN2) FF <= D;
        if(EN3) OUT <= D;
    end
end
assign D = $signed({IN[15],IN}) + $signed(FF);
endmodule
module FSM(
    input wire  CLK,
    input wire  START,
    input wire  NRST,
    output reg  EN1,
    output reg  EN2,
    output reg  EN3,
    output reg  OUT_STROBE
);
parameter IDLE  = 2'b00;
parameter C0    = 2'b01;
parameter C1    = 2'b10;
parameter STOP  = 2'b11;
reg     [1:0]   state;
always @(posedge CLK or negedge NRST) begin
    if(!NRST)   state <= IDLE;
    else case(state)
        IDLE:   if(START)   state   <= C0;
                else        state   <= IDLE;
        C0:                 state   <= C1;
        C1:                 state   <= STOP;
        STOP:               state   <= STOP;
    endcase
end
always @(*) begin
    case(state)
        IDLE:   begin       EN1         <= 1'b1;
                            EN2         <= 1'b0;
                            EN3         <= 1'b0;
                            OUT_STROBE  <= 1'b0;
        end
        C0:     begin       EN1         <= 1'b1;
                            EN2         <= 1'b1;
                            EN3         <= 1'b0;
                            OUT_STROBE  <= 1'b0;
        end
        C1:     begin       EN1         <= 1'b1;
                            EN2         <= 1'b1;
                            EN3         <= 1'b1;
                            OUT_STROBE  <= 1'b0;
        end
        STOP:   begin       EN1         <= 1'b0;
                            EN2         <= 1'b0;
                            EN3         <= 1'b0;
                            OUT_STROBE  <= 1'b1;
        end
    endcase
end
endmodule
module MatrixMultiplier(
input   wire            CLK,
input   wire            NRST,  
input   wire            START,
input   wire    [7:0]   A,
input   wire    [7:0]   B,
output  wire    [16:0]  OUT,
output  wire            OUT_STROBE
);
wire            [15:0]  C;
wire                    EN1;
wire                    EN2;
wire                    EN3;
FSM U1(
    .CLK(CLK),
    .START(START),
    .NRST(NRST),
    .EN1(EN1),
    .EN2(EN2),
    .EN3(EN3),
    .OUT_STROBE(OUT_STROBE)
);
Multiplier U2(
    .CLK(CLK),
    .NRST(NRST),
    .EN(EN1),
    .A(A),
    .B(B),
    .C(C)
);
Accumulator U3(
    .CLK(CLK),
    .NRST(NRST),
    .EN2(EN2),
    .EN3(EN3),
    .IN(C),
    .OUT(OUT)
);
endmodule
module Multiplier(
    input   wire            CLK,
    input   wire            NRST,
    input   wire            EN,
    input   wire    [7:0]   A,
    input   wire    [7:0]   B,    
    output  reg     [15:0]  C
);
wire [15:0] P;
assign P = $signed(A) * $signed(B);
always @(posedge CLK or negedge NRST) begin
    if(!NRST)       C   <= 0;
    else if(EN)     C   <= P;
end
endmodule
```
`design/flow/run.sh`:
```
#!/bin/bash
# OpenROAD 26Q1-2900-gdf79404cd8, Yosys 0.63+post, stock flow scripts
make -C /OpenROAD-flow-scripts/flow DESIGN_CONFIG=/design/flow/config.mk WORK_HOME=/design/flow/orfs finish
```
==> results.toml <==
# yosys + openroad results
[floorplanning]
floorplan.die.height_um = 134.6
design.core.area_sq_um = 17240
floorplan.rows = 48
floorplan.die.width_um = 134.6
io-pin-count = 37
initial_core_util = 0.3060
die-area_sq_um = 18110

[setup_path]
crit_path_max_fanout = 8
cp_data_required_time_ns = 9.97
worst-setup-path-type = "in2reg"
reg2reg_from = "U2.C[0]"
cp.arrival_ns = 6.61
reg2reg_setup_slack_ns = 7.45
reg2regPathDepth = 9
worstSetupEndpointType = "flop"
timing.critical_path.from_type = "primary input"
critical_path.reg2reg.endpoint = "U3.FF[14]"

[yosys]
post_synth_instance_area_sq_um = 5274
yosys_cell_count = 564
netlist.area_leader.share = 0.2515
yosys_register_bits = 54
yosysChipArea_sq_um = 5274
synth.largest_area_cell = "sky130_fd_sc_hd__dfrtp_1"
postSynth.topFlopCell = "sky130_fd_sc_hd__dfrtp_1"
synthArstFlopShare = 1.000
topCellsByArea = "sky130_fd_sc_hd__dfrtp_1 (25%), sky130_fd_sc_hd__fa_1 (21%), sky130_fd_sc_hd__ha_1 (11%)"
post_synth.cell_area_avg_sq_um = 9.351
synth_seq_share = 0.2565
synthesis.instances = 564
synth-edff-count = 0
yosysWarnings = 3
ys_types = 46

[timing]
timing.final.hold_violations = 0
layout_setup_ws_ns = 3.367
fin_worst_skew_ns = 0.002097
max_slew_margin = 0.5612
finalSetupViolations = 0
final.hold.worst_slack_ns = 0.4070
setup_tns_ns = 0
fmax_mhz = 155.4
timing_worst_slew_pin_value_ns = 0.6582
rsz_0062_raised_after_global_routing = "false"
min_period_over_period = 0.6565
drv_slew = 0
period_needed_ns = 6.433

[min_path]
hold_worst_path_end = "U1.state[1]"
min-delay-start = "U1.state[2]"
whs_path_depth = 0
type_of_the_tightest_min_delay_check = "reg2reg"

[global_route]
number_of_antenna_violations_at_the_first_check_in_global_routing = 0
grt_first_pass_wirelength_um = 17400
first_global_vias = 3736
globalRouteOverflowTotal = 0
grtUsageTotal = 0.1206
grt_start_max_net_pins = 55

[pwr]
power.share.switching = 0.4229
p_switching_uw = 839.7
internal_power_mw = 1.146
power.share.clock = 0.097
comb_power_share = 0.693
leakagePower_nw = 2.787
sequentialPowerShare = 0.210
power_density_nw_per_um2 = 327.8
worst_vdd_ir_mv = 0.1368

[place]
placement.io_buffers = 36
dp_slack_ns = 3.020
post_detail_place_hpwl_um = 7859
gp_routability_congestion = 0.8803

[clock_network]
h_tree_levels = 2
holdBufCountCts = 0
cts.root.buffer_cell = "sky130_fd_sc_hd__clkbuf_16"
path_clk_slew_ns = 0.06
clock.latency.late_pin_ns = 0.28
cts-buffers-inserted = 5
cts_buffer_depth = 2
post_cts.resized_instances = 0
clock_tree_from_tritoncts = "done"
cts_num_sinks = 54
postCtsSetupBuffers = 0

[detailed_routing]
drt-vias-per-instance = 4.409
dr_iter_0_viols = 127
route.detailed.drc = 0
antennaDiodeCount = 0
num_vias = 3646
detail_route.wirelength_um = 9429
final_antenna_violating_net_count = 0
drt-wirelength-per-cell_um = 11.40
detailedRoute.firstPassIterationCount = 4

[cells_and_area]
fillCellCount = 1747
final-seq-area_sq_um = 1353
post-route-util = 0.3514
synthesis_to_finish_area_growth_pct = 14.85
multi_input_comb_area_sq_um = 3552
layout-drive-gt1-share = 0.06312

[flow_run]
warnings = 25
maxCapViolations = 0

[outcome]
outcome = "finished, final reports clean"
layer usage:
metal  track usage  vias to the layer above  routed length [um]
li1              -                     1897                   -
met1        0.1938                     1666                4983
met2        0.1773                       77                3863
met3       0.02950                        6                 503
met4      0.007491                        0                  79
met5             0                        -                   0
through the flow:
step / std cells / power (mW) / cell area, sq um
detailed placement: 819 / 1.808 / 5894
CTS: 827 / 2.013 / 6057
global placement: 819 / 1.795 / 5894
finish: 827 / 1.986 / 6057
global route: 827 / 2.248 / 6057
floorplan: 564 / 1.503 / 5274
power by group through the flow:
stage                 sequential, mW  clock [mW]  combinational, mW
final                          0.416       0.193               1.38
after CTS                      0.418       0.199               1.40
after global routing           0.432       0.208               1.61
cells by family after synthesis:
family,after synthesis,share of synthesized area
adder cells (fa/ha/maj),101,0.3193
buffers and inverters,96,0.06999
multiplexers,15,0.03203
flip-flops,54,0.2565
XOR/XNOR,33,0.05480
AND/OR/NAND/NOR,173,0.1566
AND-OR/OR-AND,92,0.1108
how the worst max path moves through the flow:
stage / from / endpoint / slack [ns] / cells after the start
6_report: A[7] / U2.C[15] / 3.37 / 17
5_1_grt: B[3] / U2.C[15] / 3.03 / 17
4_1_cts: B[3] / U2.C[15] / 3.32 / 17
registers in the layout (all words and copies together) (netlist names):
signal	count
U3.FF	17
U3.OUT	17
U2.C	16
U1.state	4
critical path, stage by stage:
cell                              delay [ns]
sky130_fd_sc_hd__clkdlybuf4s50_1        0.51
sky130_fd_sc_hd__and2_1                 0.26
sky130_fd_sc_hd__fa_1                   0.56
sky130_fd_sc_hd__inv_1                  0.14
sky130_fd_sc_hd__fa_1                   0.55
sky130_fd_sc_hd__inv_1                  0.05
sky130_fd_sc_hd__fa_1                   0.52
sky130_fd_sc_hd__inv_1                  0.05
sky130_fd_sc_hd__fa_1                   0.52
sky130_fd_sc_hd__inv_1                  0.04
sky130_fd_sc_hd__ha_1                   0.35
sky130_fd_sc_hd__a21oi_1                0.23
sky130_fd_sc_hd__o21bai_1               0.09
sky130_fd_sc_hd__a41oi_1                0.24
sky130_fd_sc_hd__a21oi_1                0.12
sky130_fd_sc_hd__xnor2_1                0.14
sky130_fd_sc_hd__mux2_2                 0.26
placed cells by master, fill, tap and decap left out, types with 3 or more instances in the layout:
| master | n |
|---|---|
| sky130_fd_sc_hd__nand2_1 | 83 |
| sky130_fd_sc_hd__a211oi_1 | 4 |
| sky130_fd_sc_hd__o211ai_1 | 4 |
| sky130_fd_sc_hd__nor2_1 | 19 |
| sky130_fd_sc_hd__clkdlybuf4s50_1 | 35 |
| sky130_fd_sc_hd__xor2_1 | 13 |
| sky130_fd_sc_hd__nand2b_1 | 6 |
| sky130_fd_sc_hd__clkbuf_16 | 5 |
| sky130_fd_sc_hd__ha_1 | 45 |
| sky130_fd_sc_hd__and2_1 | 42 |
| sky130_fd_sc_hd__a21oi_1 | 21 |
| sky130_fd_sc_hd__dfrtp_1 | 53 |
| sky130_fd_sc_hd__o21ai_1 | 6 |
| sky130_fd_sc_hd__or3_1 | 3 |
| sky130_fd_sc_hd__buf_4 | 4 |
| sky130_fd_sc_hd__a31oi_1 | 3 |
| sky130_fd_sc_hd__a21o_1 | 6 |
| sky130_fd_sc_hd__mux2_2 | 15 |
| sky130_fd_sc_hd__o21bai_1 | 5 |
| sky130_fd_sc_hd__fa_1 | 56 |
| sky130_fd_sc_hd__nor3_1 | 4 |
| sky130_fd_sc_hd__xnor2_1 | 20 |
| sky130_fd_sc_hd__inv_1 | 85 |
| sky130_fd_sc_hd__nand3_1 | 4 |
| sky130_fd_sc_hd__or2_2 | 4 |
| sky130_fd_sc_hd__o21ai_0 | 26 |
| sky130_fd_sc_hd__o21a_1 | 3 |
cells in the mapped netlist (5+ instances only):
master	instances
sky130_fd_sc_hd__a21o_1	6
sky130_fd_sc_hd__a21oi_1	21
sky130_fd_sc_hd__and2_1	42
sky130_fd_sc_hd__clkbuf_1	8
sky130_fd_sc_hd__dfrtp_1	53
sky130_fd_sc_hd__fa_1	56
sky130_fd_sc_hd__ha_1	45
sky130_fd_sc_hd__inv_1	85
sky130_fd_sc_hd__mux2_2	15
sky130_fd_sc_hd__nand2_1	83
sky130_fd_sc_hd__nand2b_1	6
sky130_fd_sc_hd__nor2_1	19
sky130_fd_sc_hd__o21ai_0	26
sky130_fd_sc_hd__o21ai_1	6
sky130_fd_sc_hd__o21bai_1	5
sky130_fd_sc_hd__xnor2_1	20
sky130_fd_sc_hd__xor2_1	13
layout make-up:
class,count,share of cell area
Timing Repair Buffer,40,0.06362
Clock buffer,7,0.02190
Sequential cell,54,0.2233
Inverter,86,0.05329
Tap cell,225,0.04648
Clock inverter,1,0.004958
Multi-Input combinational cell,414,0.5864
Power and IR drop assume default switching activity.
